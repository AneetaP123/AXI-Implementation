==> /design/flow/design.v <==
`timescale 1ns/1ps
module axi_master_simple #(
  parameter ID_WIDTH   = 4,
  parameter ADDR_WIDTH = 32,
  parameter DATA_WIDTH = 32,
  parameter LEN_WIDTH  = 8  
)(
  input  wire                   ACLK,
  input  wire                   ARESETn,
  input  wire                   start_i,
  input  wire                   write_i,      
  input  wire [ADDR_WIDTH-1:0]  addr_i,
  input  wire [DATA_WIDTH-1:0]  wdata_i,
  input  wire [LEN_WIDTH-1:0]   burst_len_i,  
  output reg  [DATA_WIDTH-1:0]  rdata_o,
  output reg                    done_o,
  output reg  [ID_WIDTH-1:0]    AWID,
  output reg  [ADDR_WIDTH-1:0]  AWADDR,
  output reg  [7:0]             AWLEN,
  output reg  [2:0]             AWSIZE,
  output reg  [1:0]             AWBURST,
  output reg                    AWVALID,
  input  wire                   AWREADY,
  output reg  [DATA_WIDTH-1:0]  WDATA,
  output reg  [DATA_WIDTH/8-1:0]WSTRB,
  output reg                    WLAST,
  output reg                    WVALID,
  input  wire                   WREADY,
  input  wire [ID_WIDTH-1:0]    BID,
  input  wire [1:0]             BRESP,
  input  wire                   BVALID,
  output reg                    BREADY,
  output reg  [ID_WIDTH-1:0]    ARID,
  output reg  [ADDR_WIDTH-1:0]  ARADDR,
  output reg  [7:0]             ARLEN,
  output reg  [2:0]             ARSIZE,
  output reg  [1:0]             ARBURST,
  output reg                    ARVALID,
  input  wire                   ARREADY,
  input  wire [ID_WIDTH-1:0]    RID,
  input  wire [DATA_WIDTH-1:0]  RDATA,
  input  wire [1:0]             RRESP,
  input  wire                   RLAST,
  input  wire                   RVALID,
  output reg                    RREADY
);
  localparam S_IDLE = 0, S_AW = 1, S_W = 2, S_B = 3, S_AR = 4, S_R = 5, S_DONE = 6;
  reg [2:0] state, nstate;
  reg [7:0] wcnt, rcnt;
  always @(*) begin
    AWVALID=0; WVALID=0; WLAST=0; BREADY=0;
    ARVALID=0; RREADY=0; done_o=0;
    nstate=state;
    case(state)
      S_IDLE: if(start_i) nstate= write_i?S_AW:S_AR;
      S_AW:   begin AWVALID=1; if(AWREADY) nstate=S_W; end
      S_W:    begin WVALID=1; WLAST=(wcnt==AWLEN); if(WREADY && WLAST) nstate=S_B; end
      S_B:    begin BREADY=1; if(BVALID) nstate=S_DONE; end
      S_AR:   begin ARVALID=1; if(ARREADY) nstate=S_R; end
      S_R:    begin RREADY=1; if(RVALID && RLAST) nstate=S_DONE; end
      S_DONE: begin done_o=1; nstate=S_IDLE; end
    endcase
  end
  always @(posedge ACLK or negedge ARESETn) begin
    if(!ARESETn) begin
      state<=S_IDLE; wcnt<=0; rcnt<=0;
    end else begin
      state<=nstate;
      if(state==S_IDLE && start_i) begin
        AWADDR<=addr_i; ARADDR<=addr_i;
        AWLEN<=burst_len_i; ARLEN<=burst_len_i;
        AWSIZE<=3'd2; ARSIZE<=3'd2;  
        AWBURST<=2'b01; ARBURST<=2'b01;  
        AWID<=0; ARID<=0;
        wcnt<=0; rcnt<=0;
      end
      if(state==S_W && WREADY) begin
        WDATA<=wdata_i + wcnt;  
        WSTRB<=4'hF;
        wcnt<=wcnt+1;
      end
      if(state==S_R && RVALID) begin
        rdata_o<=RDATA; rcnt<=rcnt+1; end
    end
  end
endmodule
==> /design/flow/run.sh <==
#!/bin/bash
# OpenROAD 26Q1-2900-gdf79404cd8, Yosys 0.63+post, stock flow scripts
make -C /OpenROAD-flow-scripts/flow DESIGN_CONFIG=/design/flow/config.mk WORK_HOME=/design/flow/orfs finish
==> /design/flow/config.mk <==
export PLATFORM = sky130hd
export DESIGN_NAME = axi_master_simple
export DESIGN_NICKNAME = axi_master_simple
export VERILOG_FILES = /design/flow/design.v
export SDC_FILE = /design/flow/constraint.sdc
export NUM_CORES = 4
export LEC_CHECK = 1
export CORE_AREA = 10 10 193 193
export DIE_AREA = 0 0 203 203
==> /design/flow/constraint.sdc <==
current_design axi_master_simple

set clk_period 7.6
set clk_io_pct 0.2

create_clock -name clk0 -period $clk_period [get_ports {ACLK}]

set non_clock_inputs [all_inputs -no_clocks]
set_input_delay [expr $clk_period * $clk_io_pct] -clock clk0 $non_clock_inputs
set_output_delay [expr $clk_period * $clk_io_pct] -clock clk0 [all_outputs]
==> metrics.yaml <==
postCtsHoldBufs: 0
timing.slew.headroom_pct: 63.0
detailed_place.area_um2: 8020
worstSetupStartpoint: "wcnt[3]"
syn_inst: 363
postcts_resize_cnt: 0
final_area_um2: 8640
post_synth.cell_area_avg_um2: 14.3
die-height_um: 203
post-synth-top-count-cell: "sky130_fd_sc_hd__edfxtp_1"
wl_per_cell_um: 16.6
outcome: "finished clean"
log.warning_count: 37
grt.total_usage_pct: 8.25
synth.comb.largest_family: "buffers and inverters"
overflow: 0
hold_path.class: "flop to flop"
die_width_um: 203
drt_wl_total_um: 17600
critical_path_class: "flop to output pin"
ys.flop_type: "sky130_fd_sc_hd__edfxtp_1"
synthAoiAreaFrac_pct: 7.17
holdWs_ns: 0.494
power.density_nw_per_um2: 217
dp_slack_ns: 3.56
top_area_cell: "sky130_fd_sc_hd__edfxtp_1"
max_clock_freq_ghz: 0.265
gp_routability_congestion: 0.808
timing.rr.start: "wcnt[0]"
mappedNetlistArea_um2: 5200
cts_tree: "yes"
antenna_found_initial: 3
cts_htree_levels: 4
timing.critical_path.required_ns: 6.08
timing.reg2reg.worst_path_depth: 7
ys_chip_area_um2: 5200
fin_ws_ns: 3.83
worstPathArrival_ns: 2.25
post_route_cells_drive_above_1_share_pct: 6.98
postSynthSeqShare_pct: 67.3
detail-route-antenna-nets: 0
enable_flop_cells: 104
cts-buffers-inserted: 17
post_synth_most_frequent_cells: "sky130_fd_sc_hd__edfxtp_1, sky130_fd_sc_hd__buf_4, sky130_fd_sc_hd__xnor2_1"
hold-path-cell-count: 1
dr.pass1.iters: 4
ys_sh_simple_pct: 6.90
post-route-min-period_ns: 3.77
cp_max_fo: 9
hold_viol: 0
die_area_um2: 41200
clk_path_buf_depth: 2
grt_max_degree: 41
postSynthRegisterBits: 119
filler_cell_count: 3393
routed_vias_inst: 3.40
critPathLaunchType: "flop"
ys_warn_count: 1
fp_util_pct: 15.9
setup_violations: 0
synth.cellmix.xorXnorShare_pct: 6.06
vdd.ir_drop.worst_mv: 0.147
detail_route.drc_violations: 0
post_layout_nonfiller_instances: 1059
timing.critical_path.to_type: "output pin"
tightestPinTransition_ns: 0.554
netlist.area_leader.share_pct: 60.0
setup_repair_after_global_routing_missed_its_margin: "false"
yosys-top-cells-area: "sky130_fd_sc_hd__edfxtp_1, sky130_fd_sc_hd__buf_4, sky130_fd_sc_hd__dfrtp_1"
core_area_um2: 32800
dp.final_hpwl_um: 14000
post-place-cells: 1026
clk-insertion-delay-late_ns: 0.42
report.power.total_mw: 1.87
muxShareOfSynthArea_pct: 0
postCtsSetupRepairBufs: 0
finish.utilization_pct: 26.3
clock-root-buffer: "sky130_fd_sc_hd__clkbuf_16"
portBuffers: 264
via_count: 3598
grt_pass1_vias: 3901
io_pins: 299
yosys.cell_types.count: 40
hold_path_startpoint: "state[3]"
ys_async_sr_fraction_pct: 12.6
area_delta_synth_final_pct: 66.0
clkSlewWorstSetupHoldPaths_ns: 0.06
tns_ns: 0
cts.sinks: 119
ys_sh_adder_pct: 2.55
total_leakage_power_nw: 3.02
slew_viol_final: 0
std_cell_rows: 66
maxCapViolCount: 0
first_pass_grt_wire_length_um: 25200
finalClockSkew_ns: 0.00841
yosysCellCount: 363
drt_iter0_markers: 116
finalCritPeriodShare_pct: 49.6
[state kept, by name, indices dropped and copies added, names as in the netlist]
register and flops:
wcnt 8, AWLEN 8, WDATA 32, rdata_o 32
state 7, ARADDR 32
[layer usage]
layer / routed length [um] / up-vias / part of all wire (%) / global-route usage (%)
met4: 261 / 4 / 1.5 / 1.17
met2: 8970 / 157 / 51 / 14.2
li1: - / 1749 / - / -
met3: 1540 / 17 / 8.7 / 3.47
met1: 6780 / 1671 / 39 / 9.62
met5: 27 / - / 0.15 / 0
[where the power goes]
group	internal, mW	switching (mW)
combinational	0.140	0.0893
clock	0.524	0.330
sequential	0.757	0.0304
[cells in the final DEF, fill, tap and decap left out, types with 4 or more instances in the layout]
cell                                n
sky130_fd_sc_hd__o211ai_1           6
sky130_fd_sc_hd__buf_4              5
sky130_fd_sc_hd__ha_1               9
sky130_fd_sc_hd__nand3_1           13
sky130_fd_sc_hd__o21ai_1            4
sky130_fd_sc_hd__nand2_1           18
sky130_fd_sc_hd__clkbuf_16         17
sky130_fd_sc_hd__inv_6              5
sky130_fd_sc_hd__clkdlybuf4s50_1  264
sky130_fd_sc_hd__a21oi_1            8
sky130_fd_sc_hd__inv_1              6
sky130_fd_sc_hd__nor2_1             8
sky130_fd_sc_hd__o21ai_0           14
sky130_fd_sc_hd__edfxtp_1         104
sky130_fd_sc_hd__conb_1            22
sky130_fd_sc_hd__and3_1             9
sky130_fd_sc_hd__o2111ai_1          7
sky130_fd_sc_hd__xnor2_1           33
sky130_fd_sc_hd__nand4_1            7
sky130_fd_sc_hd__dfrtp_1           14
[final timing paths]
check,slack [ns],end
worst max-delay path,3.83,WLAST
worst min-delay path,0.49,state[0]
worst max register to register,5.11,WDATA[24]
worst min register to register,0.49,state[0]
max in group asynchronous,5.91,state[0]
min in group asynchronous,1.43,state[1]
[kinds of logic after synthesis]
family | Yosys count
other cells | 2
compound gates | 55
buf+inv | 74
xor+xnor | 36
simple gates | 67
flops | 119
fa+ha+maj | 10
[area by class of cell]
type	count	area [um2]	area share, %
clock inverters	15	191	2.22
clock buffers	17	425	4.92
multi-input cells	190	1260	14.6
inverters	6	22.5	0.261
diodes	1	2.50	0.0290
well taps	442	553	6.40
repair buffers	269	2680	31.0
flip-flops and latches	119	3500	40.5
[critical path: stages, from the launching register on]
cell,delay [ns]
sky130_fd_sc_hd__dfrtp_1,0.56
sky130_fd_sc_hd__xnor2_1,0.16
sky130_fd_sc_hd__nand4_1,0.13
sky130_fd_sc_hd__nor2_1,0.27
sky130_fd_sc_hd__and2_1,0.17
sky130_fd_sc_hd__clkdlybuf4s50_1,0.54
Power and IR drop assume default switching activity.
